==> /design/flow/design.v <==
module Divide_by_16(A, B, Quotient, errorFlag);
	input [15:0] A, B;
	reg [15:0] test = 16'b0000000000000000;
	output wire [15:0] Quotient;
	integer testfor_0 = 0;
	output wire errorFlag;
	always @* begin
	if (B[15:0] == test[15:0]) begin
	#2
		testfor_0 = 1;
	end  
	end
	assign errorFlag = testfor_0;
	assign Quotient = A / B;
endmodule
==> /design/flow/run.sh <==
#!/bin/bash
# OpenROAD 26Q1-2900-gdf79404cd8, Yosys 0.63+post, stock flow scripts
make -C /OpenROAD-flow-scripts/flow DESIGN_CONFIG=/design/flow/config.mk WORK_HOME=/design/flow/orfs finish
==> /design/flow/config.mk <==
export PLATFORM = sky130hd
export DESIGN_NAME = Divide_by_16
export DESIGN_NICKNAME = Divide_by_16
export VERILOG_FILES = /design/flow/design.v
export SDC_FILE = /design/flow/constraint.sdc
export NUM_CORES = 4
export LEC_CHECK = 1
export CORE_UTILIZATION = 40
==> /design/flow/constraint.sdc <==
current_design Divide_by_16

set clk_period 113.7
set clk_io_pct 0.2

create_clock -name clk0 -period $clk_period

set non_clock_inputs [all_inputs -no_clocks]
set_input_delay [expr $clk_period * $clk_io_pct] -clock clk0 $non_clock_inputs
set_output_delay [expr $clk_period * $clk_io_pct] -clock clk0 [all_outputs]
==> results.txt <==
run results: # fillers 1725, via count 7472, Rel. slew slack 35.23%, most numerous logic cell after layout ha_1, ys flops 1, Area Overhead vs Synth 10.49%, crit path kind in -> out, Achievable Freq 12.92 MHz, Post-route DRC 0, Worst path most repeated cell ha_1, GRT Overall Usage 24.72%, largest delay contributor family on the critical path AND-OR/OR-AND gates, post-synthesis cell area 6992 um^2, Hold Path Class in -> out, hold buffers post-CTS 0, post-layout period usage 68.07%, vias in the first global route 6721, share of layout cells above drive strength 1 6.099%, crit-path max FO 18, Arrival @ worst endpoint 54.66 ns, ys flop type dlxtn_1, Vias/cell 5.963, startpoint types primary input, Die Span Y 134.2 um, # Max-Cap Violations 0, tool warnings 33, Sum Neg Setup Slack 0 ns, CP bufs+invs 16, RSZ-0062 raised after global routing false, synth unique cells 80, # Cells Yosys 1001, hold violation total from the final report 0, CP max stage delay 0.79 ns, drt wl/cell 17.55 um, PD cells 6.656 nW/um^2, Post-Syn Area per Cell 6.985 um^2, endpoints left unconstrained 1, gr ovfl total 0, # rows 47, Peak VDD IR 0.000004270 V, crit path DRT 90.96 ns, Die ar. 18010 um^2, Post-DP HPWL 18020 um, Post-synth EDFFs 0, initial antenna violation count 0, YS chip area 6992 um^2, initial drt markers 526, Initial Util 41.57%, First-pass DRT Iterations 7, met3 routed WL 992 um, ANT cells 0, DRT Wirelength 21990 um, count of unclocked register or latch pins 1, max-slew violation count 0, Leak 3.545 nW, GPL Wtd Cong 0.9937, crit path max-delay cell type or4_1, routed wl met2 8993 um, die width 134.2 um, largest net degree at the start of global routing 19, core footprint 16820 um^2, Async S/R FF share, synth 0%, PortBufs 49, Design Power 0.00005142 W, top routing layer used met4, Post-CTS Resized 0, first-pass GRT wire length 35080 um, Routed Antenna Nets 0, Post-Route M1 WL 11520 um, most instantiated logic cells after routing ha_1 (137), a21oi_1 (93), nor2_1 (88), nand2_1 (87), inv_1 (53), # IOs 49, Worst-Margin Slew 0.9593 ns, fin crit period 77.40 ns, Final setup violation count 0, outcome complete, no violations, max FFs per register 1, Post-CTS Setup Bufs 0, Syn Inst Count 1001, Worst Setup End Kind output pin, Synthesis Warnings 1
-- routing by layer --
layer / track usage, % / up-vias
met4: 4.370 / 0
met2: 37.33 / 187
met3: 1.042 / 31
met5: 0 / -
li1: - / 3881
met1: 38.94 / 3373
-- path summary, 6_finish.rpt --
| check | start | end | slack [ns] | cells past startpoint |
|---|---|---|---|---|
| worst min-delay path | B[1] | Quotient[15] | 46.53 | 4 |
| worst max-delay path | B[12] | Quotient[0] | 36.30 | 119 |
-- cell type report --
class                      count  area [um^2]  share of cell area (%)
inverter                      57        214.0                   2.770
sequential                     1        15.01                  0.1944
timing repair buffer          59        565.5                   7.321
multi-input combinational    916         6655                   86.15
tap                          220        275.3                   3.563
-- power by group --
| group | internal (W) | switching, W | total [W] | leakage (nW) |
|---|---|---|---|---|
| sequential | 0.0000000226 | 0.00000000358 | 0.0000000262 | 0.00815 |
| combinational | 0.0000227 | 0.0000287 | 0.0000514 | 3.54 |
| clock | 0 | 0 | 0 | 0 |
-- synth_stat cells (8+ instances only) --
cell | number | area, um^2
ha_1 | 137 | 1714
a21oi_1 | 93 | 465.5
nor2_1 | 88 | 330.3
nand2_1 | 87 | 326.6
inv_1 | 53 | 198.9
nor3_1 | 49 | 245.2
o21ai_0 | 43 | 215.2
xnor2_1 | 40 | 350.3
o21a_1 | 34 | 255.2
a21o_1 | 29 | 217.7
xor2_1 | 27 | 236.5
nand3_1 | 26 | 130.1
clkbuf_1 | 22 | 82.58
o211ai_1 | 20 | 150.1
or3_1 | 19 | 118.9
mux2_2 | 15 | 168.9
mux2i_1 | 15 | 150.1
a211oi_1 | 14 | 105.1
a31oi_1 | 14 | 87.58
nand4_1 | 13 | 81.33
or2_2 | 13 | 81.33
a211o_1 | 8 | 70.07
and3_1 | 8 | 50.05
nand2b_1 | 8 | 50.05
nor4_1 | 8 | 50.05
o21bai_1 | 8 | 60.06
-- logic make-up after synthesis --
group / count (synthesis) / synth area share (%)
simple gates: 342 / 23.84
compound gates: 339 / 33.72
fa+ha+maj: 137 / 24.52
buf+inv: 84 / 4.706
xor+xnor: 67 / 8.393
mux: 30 / 4.563
other cells: 1 / 0.05363
latches: 1 / 0.2147
-- per-stage QoR --
stage / worst slack [ns] / area [um^2] / util (%) / hold WS (ns) / std cells
2_1_floorplan: 41.88 / 6992 / - / 45.59 / 1001
3_3_place_gp: 37.25 / 7725 / 45.93 / 46.53 / 1253
3_5_place_dp: 36.99 / 7725 / 45.93 / 46.52 / 1253
4_1_cts: 36.91 / 7725 / 45.93 / 46.53 / 1253
5_1_grt: 34.13 / 7725 / 45.93 / 46.57 / 1253
6_report: 36.30 / 7725 / 45.93 / 46.53 / 1253
Power and IR drop assume default switching activity.
